$ cat ./config.mk
export PLATFORM = sky130hd
export DESIGN_NAME = tlc_fsm_exp1
export DESIGN_NICKNAME = tlc_fsm_exp1
export VERILOG_FILES = /design/flow/design.v
export SDC_FILE = /design/flow/constraint.sdc
export NUM_CORES = 4
export LEC_CHECK = 1
export CORE_AREA = 10 10 70 70
export DIE_AREA = 0 0 80 80
$ cat ./constraint.sdc
current_design tlc_fsm_exp1

set clk_period 4.1
set clk_io_pct 0.2

create_clock -name clk0 -period $clk_period [get_ports {Clk}]

set non_clock_inputs [all_inputs -no_clocks]
set_input_delay [expr $clk_period * $clk_io_pct] -clock clk0 $non_clock_inputs
set_output_delay [expr $clk_period * $clk_io_pct] -clock clk0 [all_outputs]
$ cat ./design.v
`timescale 1ns/1ps
`default_nettype none
module tlc_fsm_exp1(
    output reg [2:0] state, 		 
    output reg RstCount,			 
    output reg [1:0] highwaySignal, farmSignal,
    input wire [30:0] Count, 		 
    input wire Clk, Rst 			 
);
parameter 	Srst = 3'b110,
	  	S0 = 3'b000,
          		S1 = 3'b001,
         		S2 = 3'b010,
          		S3 = 3'b011,
          		S4 = 3'b100,
          		S5 = 3'b101;
parameter 	green  = 2'b00,
          		yellow = 2'b01,
          		red    = 2'b10;
    reg [2:0] nextState;
always@(state or Count)
case(state)
Srst: nextState = S0;
S0: begin
if(Count == 50000000)		 
nextState = S1; 		 
else  
nextState = S0; 		 
end
S1: begin
if(Count == 1500000000)		 
nextState = S2; 		 
else  
nextState = S1; 		 
end
S2: begin
		if(Count == 150000000)		 
			nextState = S3;		 
		else
			nextState = S2;		 
		end
	S3: begin
		if(Count == 50000000)		 
			nextState = S4;		 
		else
			nextState = S3;		 
		end
	S4: begin
		if(Count == 750000000)	 
			nextState = S5;		 
		else
			nextState = S4;		 
		end
S5: begin
if(Count == 150000000)		 
nextState = S0; 		 
else 				 
nextState = S5; 		 
end
default:	 
nextState = Srst;
endcase
    always@(state or Count)
        case(state)
            Srst : begin
                highwaySignal = red;
                farmSignal    = red;
                RstCount = 1;
            end
            S0: begin
                highwaySignal = red;
                farmSignal    = red;                
                if(Count == 50000000)		 
                    RstCount = 1; 		 
                else 				 
                    RstCount = 0; 		 
            end
            S1: begin
                highwaySignal = green;
                farmSignal    = red;                
                if(Count == 1500000000)		 
                    RstCount = 1; 		 
                else 				 
                    RstCount = 0; 		 
            end
            S2: begin
                highwaySignal = yellow;
                farmSignal    = red;                
                if(Count == 150000000)		 
                    RstCount = 1; 		 
                else 				 
                    RstCount = 0; 		 
            end
            S3: begin
                highwaySignal = red;
                farmSignal    = red;                
                if(Count == 50000000)		 
                    RstCount = 1; 		 
                else  
                    RstCount = 0; 		 
            end
            S4: begin
                highwaySignal = red;
                farmSignal    = green;                
                if(Count == 750000000)	 
                    RstCount = 1; 		 
                else 				 
                    RstCount = 0; 		 
            end
            S5: begin
                highwaySignal = red;
                farmSignal    = yellow;                
                if(Count == 150000000)		 
                    RstCount = 1; 		 
                else 				 
                    RstCount = 0; 		 
            end
          default: begin			 
                highwaySignal = red;
                farmSignal    = red;                
                RstCount = 1; 
end
        endcase
    always@(posedge Clk)
        if(Rst)
            state <= Srst;
        else
            state <= nextState;
endmodule
$ cat ./run.sh
#!/bin/bash
# OpenROAD 26Q1-2900-gdf79404cd8, Yosys 0.63+post, stock flow scripts
make -C /OpenROAD-flow-scripts/flow DESIGN_CONFIG=/design/flow/config.mk WORK_HOME=/design/flow/orfs finish
==> changes_impl.md <==
### Changed

- Outcome: complete, no violations
- Worst reg2reg startpoint: state[1]
- Slew headroom: 68.8%
- Number of max-cap violations: 0
- Largest stage delay on the critical path: 480 ps
- Hold path cells: 2
- Post-route DRC: 0
- RSZ-0062 raised after global routing: false
- Via-per-instance ratio: 4.87
- Fillers: 366
- Hold wc startpoint: state[0]
- Total leakage power: 0.000366 uW
- Top-area cell share: 9.11%
- GR peak layer: met1
- Achievable Freq: 0.272 GHz
- Final ANT Viol Nets: 0
- Root buf cell: clkbuf_4
- Initial DRC Count: 49
- Ratio of cells with drive above 1 in the final layout: 12.1%
- Top delay family on crit path: buffers and inverters
- Global-route wire length before repair: 4.00 mm
- Top_reg_cell synth: dfxtp_1
- Reg2reg path depth: 5
- Crit-path cells: clkdlybuf4s50_1 -> nor4b_4 -> nand4_1 -> o22ai_1 -> nand3_1 -> nand4_1 -> clkdlybuf4s50_1
- Dpl hpwl: 2.04 mm
- Cell Type Count: 38
- Actual slew at the worst max-slew pin: 461 ps
- Clk pwr share: 32.8%
- Synth Seq Share: 9.11%
- Routing usage on met1: 11.1%
- Commonest Layout Cell: clkdlybuf4s50_1
- Combinational cell fraction of total power: 44.4%
- Largest net degree at the start of global routing: 14
- Reg2reg setup slack: 2510 ps
- Top logic cells by instance count in the layout: clkdlybuf4s50_1 (40), nor2_1 (8), nand4_1 (7)
- Crit-path slowest cell: clkdlybuf4s50_1
- # hold bufs at CTS: 0
- Final setup viols: 0
- Crit path kind: in2out
- M3 GR Usage: 3.30%
- Mapped cell area: 659 um^2
- CTS Buffer Depth: 2
- TritonCTS Sinks: 3
- Post-CTS sizing: 0
- CTS tree: built
- Critical path capture point type: output port
- Die x size: 80 um
- Ports: 41
- Pre-antenna DRT Iters: 4
- Tot GR Track Use: 7.38%
- # H-tree levels: 1
- CP Depth: 7
- Hold Path Class: reg2reg
- Vias: 828
- Switching Share: 28.2%
- Final Hold Vio Count: 0
- Setup bufs post-CTS: 0
- Cells after Synth: 83
- # rows: 21
- Post-synth regs: 3
- Synth area leader: dfxtp_1
- Crit start category: primary input
- Reg clk slew, reported paths: 40 ps
- Gpl congestion: 0.846
- Inserted Clock Buffers: 3
- Async SR Flop Fraction: 0%
- Area grow syn2layout: 69.4%
- WHS: 690 ps
- FP Core Util: 19.3%
- Final worst-path cycle share: 89.5%
- Worst-path fanout max: 5
- Initial antenna violation count: 0
- Final wirelength: 2.45 mm
- PwrDens: 143 nW/um^2
- Avg Cell Area, Syn: 7.94 um^2
- Antenna cells: 0
- Top flop regs: state: 3 flops
- Fin util: 32.7%
- Buf/Inv on CP: 2
- Max reg flops: 3
- Met2 Track Usage GR: 9.39%
- Flop pwr share: 22.7%
- Clk latency of the worst-skew pair: 240 ps
- Tmin final: 3670 ps
- OpenROAD warnings: 25
- YS chip area: 659 um^2
- Gr ovfl total: 0
- Core area: 3420 um^2
- Fin Setup TNS: 0 ps
- DIE AREA: 6400 um^2
- Max Clock Skew: 1.32 ps
- Ys Warns: 1
- Vias in the first global route: 800
- Port bufs: 40
- EDFF count, synth: 0
- Total power: 160 uW
- Reg with most FFs: state
- Max VDD drop: 0.0660 mV
- Net Switching: 45.2 uW
- Worst Path Arrival: 2850 ps
- Die H: 80 um
- WP data required: 3280 ps
- Worst reg2reg path endpoint: state[0]
- WL/cell: 14.4 um
- Post-synth area hogs: dfxtp_1 (9.1%), nor4bb_1 (9.1%), nor4b_4 (7.2%)
- Yosys Instances: 83
- Pint: 115 uW
- Worst hold endpoint: state[1]
- Max Slew Vio Count: 0
[worst max-delay path by stage]
stage,endpoint,slack (ps),start
after CTS,RstCount,410,Count[24]
after global routing,RstCount,200,Count[19]
final,RstCount,430,Count[24]
[metrics by stage]
stage	area, um^2	setup WS (ps)	cells
global route	1120	200	170
finish	1120	429	170
detailed placement	1090	421	166
CTS	1120	412	170
floorplan	659	1580	83
global placement	1090	419	166
[cells in the mapped netlist, types with 2 or more instances]
| master | count |
|---|---|
| a21o_1 | 2 |
| a21oi_1 | 2 |
| a31oi_1 | 2 |
| buf_4 | 2 |
| dfxtp_1 | 3 |
| inv_1 | 4 |
| nand2_1 | 5 |
| nand2b_1 | 2 |
| nand3_1 | 4 |
| nand4_1 | 7 |
| nor2_1 | 8 |
| nor2b_1 | 2 |
| nor3_1 | 4 |
| nor3_2 | 2 |
| nor4_1 | 2 |
| nor4_2 | 2 |
| nor4b_4 | 2 |
| nor4bb_1 | 6 |
| o21ai_1 | 2 |
| o31ai_1 | 2 |
[cells by family (layout without fill, tap and decap cells)]
kind of cell	after synthesis	after routing	synth area share, %
DFF	3	3	9.11
buffers and inverters	7	48	6.26
and+or+nand+nor	58	58	69.1
AOI/OAI and AO/OA	15	15	15.6
[power groups by stage]
| stage | clock, uW | sequential (uW) | combinational (uW) |
|---|---|---|---|
| 4_1_cts | 54.7 | 36.3 | 71.7 |
| 5_1_grt | 61.0 | 36.9 | 77.6 |
| 6_report | 52.6 | 36.4 | 71.2 |
[final cells by class]
class                           count  area, um^2  area share [%]
Multi-Input combinational cell     73         558            49.9
Inverter                            4        15.0            1.34
Clock buffer                        4        26.3            2.35
Timing Repair Buffer               40         400            35.8
Tap cell                           46        57.6            5.15
Sequential cell                     3        60.1            5.38
[worst min-delay path: stages (launching register included)]
cell	delay, ps
dfxtp_1	420
nor2_1	140
o31ai_1	80
[layer usage]
layer | vias to the layer above | routed length (um) | share of wire [%]
li1 | 423 | - | -
met5 | - | 0 | 0
met4 | 0 | 27 | 1.1
met1 | 361 | 1220 | 50
met3 | 2 | 290 | 12
met2 | 42 | 919 | 37
Power figures rest on the tool's default switching activity, not on a simulated workload.
